## flow/run.sh

```bash
#!/bin/bash
# OpenROAD 26Q1-2900-gdf79404cd8, Yosys 0.63+post, stock flow scripts
make -C /OpenROAD-flow-scripts/flow DESIGN_CONFIG=/design/flow/config.mk WORK_HOME=/design/flow/orfs finish
```

## flow/config.mk

```make
export PLATFORM = sky130hd
export DESIGN_NAME = square_ROM
export DESIGN_NICKNAME = square_ROM
export VERILOG_FILES = /design/flow/design.v
export SDC_FILE = /design/flow/constraint.sdc
export NUM_CORES = 4
export LEC_CHECK = 1
export CORE_AREA = 10 10 70 70
export DIE_AREA = 0 0 80 80
```

## flow/design.v

```verilog
module square_ROM(n, sign, square);
input [3:0] n;  
input sign;     
output reg [7:0] square;
always @ (n or sign) begin
	if(sign==0) begin  
		case(n)
			0: square <= 0;
			1: square <= 1;
			2: square <= 4;
			3: square <= 9;
			4: square <= 16;
			5: square <= 25;
			6: square <= 36;
			7: square <= 49;
			8: square <= 64;
			9: square <= 81;
			10: square <= 100;
			11: square <= 121;
			12: square <= 144;
			13: square <= 169;
			14: square <= 196;
			15: square <= 255;
			default: square <= 0;
		endcase
	end
	else begin  
		case(n)
			0: square <= 0;
			1: square <= 1;
			2: square <= 4;
			3: square <= 9;
			4: square <= 16;
			5: square <= 25;
			6: square <= 36;
			7: square <= 49;
			8: square <= 64;   
			9: square <= 1;    
			10: square <= 4;   
			11: square <= 9;   
			12: square <= 16;  
			13: square <= 25;  
			14: square <= 36;  
			15: square <= 49;  
		endcase
	end
end
endmodule
```

## flow/constraint.sdc

```tcl
current_design square_ROM

set clk_period 1.2
set clk_io_pct 0.2

create_clock -name clk0 -period $clk_period

set non_clock_inputs [all_inputs -no_clocks]
set_input_delay [expr $clk_period * $clk_io_pct] -clock clk0 $non_clock_inputs
set_output_delay [expr $clk_period * $clk_io_pct] -clock clk0 [all_outputs]
```

==> impl_report.txt <==
FLOW METRICS REPORT
----------------------------------------------------
[Run status]
  Result of the run ........................ finished, violations left
  Violated checks ........................ negative setup slack

[Worst hold path]
  Kind of path behind the tightest hold check ........................ input pin to primary output

[Pwr]
  Leak pwr ........................ 0.287 nW
  Switching power as a share of total power ........................ a little over a third
  Final Total Pwr ........................ 0.000191 W
  Worst IR drop on VDD ........................ 0.0395 mV
  Power density cells ........................ approximately 300 nW/um2
  Fraction of power consumed by combinational cells ........................ 100.0%
  Cell-internal power ........................ 0.000121 W
  Net Switching ........................ 0.0000701 W
  Sequential cell fraction of total power ........................ 0%
  Clk pwr share ........................ 0%

[Floorplan]
  Horiz. Die Dim ........................ roughly 80 um
  Die Size ........................ 6400 um2
  Num ports ........................ 13
  Die Height ........................ 80 um
  Row count ........................ 21
  Core outline area ........................ 3420 um2
  Fraction of the core area occupied by cells at floorplan ........................ between 6 and 7%

[Drt]
  Diodes inserted ........................ 0
  Routed vias ........................ 296
  Iteration-0 DRC Markers ........................ 2
  Count of unresolved DRC violations after routing ........................ 0
  Post-Route WL ........................ roughly 940 um
  Number of iterations in the first detailed-routing pass ........................ 3
  DRT antenna net count ........................ 0
  Via-per-instance ratio ........................ 2.90
  Routed wire per std cell ........................ 9.24 um

[Logic synthesis]
  Synthesized instance count ........................ 28
  Portion of synthesized cell area occupied by the leading cell type ........................ around a quarter
  Most used standard cells in the synthesized netlist ........................ sky130_fd_sc_hd__ha_1, sky130_fd_sc_hd__mux2i_1
  Synthesized cell area ........................ about 240 um2
  Syn_area_per_cell ........................ roughly 8.5 um2
  Cell total in the yosys stat output ........................ 28
  Sequential share of the synthesized area ........................ 0%
  Count of synthesis-stage warnings from yosys ........................ 1
  Chip area in the Yosys report ........................ 238 um2
  Most common cell in the synthesized netlist ........................ sky130_fd_sc_hd__ha_1
  Largest area contributor in the netlist ........................ sky130_fd_sc_hd__ha_1
  Count of unique library cells instantiated by Yosys ........................ 17
  Top post-synthesis cells by area ........................ sky130_fd_sc_hd__ha_1, sky130_fd_sc_hd__mux2i_1, sky130_fd_sc_hd__mux2i_4

[Flow run]
  Max-cap check violation count ........................ 0
  Tool warning count ........................ 38

[Final timing]
  Final tally of hold violations ........................ 0
  Post-Route Setup TNS ........................ -466 ps
  Post-route minimum period ........................ 1360 ps
  Peak Freq ........................ 738 MHz
  Transition time of the tightest slew-check pin ........................ approximately 150 ps
  Unrepaired setup endpoints after global routing ........................ yes
  Final worst path period share ........................ 113%
  Worst hold slack across all endpoints ........................ 858 ps
  Setup Viol. Count Final ........................ 5
  Worst setup slack after layout ........................ -155 ps
  Worst slew margin ........................ 89.5%
  Final-report max-slew violation count ........................ 0

[Global routing]
  Global-route wire length before repair ........................ between 1.5 and 2 mm
  Number of antenna violations at the first check in global routing ........................ 0
  Aggregate global routing overflow ........................ 0
  GR Util All Layers ........................ 2.82%
  Via count of the first global-routing pass ........................ 318
  Pin count of the biggest net entering global routing ........................ 8
  Global routing usage on met2 ........................ under 10%
  Met3 Usage GRT ........................ 0.227%
  Peak-usage layer in the global routing report ........................ met2
  Global-route track usage on met1 ........................ 3.30%

[Placement]
  Buffers on Ports ........................ 13
  Final estimated routing congestion in global placement ........................ approximately 0.72
  Post-DP HPWL ........................ 585 um

[Finish]
  Count of clock-net buffers in the final layout ........................ 0
  Layout overhead on the synthesized area ........................ 174%
  Combinational Area ........................ 292 um2
  Ratio of cells with drive above 1 in the final layout ........................ 76.8%
  Footprint of the flip-flops and latches ........................ 0 um2
  Count of fill cells added during filler insertion ........................ 364
  Final sequential cell count ........................ 0

[Clock network]
  Hold-fix buffers, CTS ........................ 0

[Critical path]
  Cell class contributing the biggest share of worst-path delay ........................ multiplexers
  Critical Path Source Type ........................ input pin
  Worst path max stage delay ........................ 270 ps
  Class of the most critical setup path ........................ input pin to primary output
  Crit path buf inv count ........................ 3
  Maximum fanout along the worst path ........................ 4
  Setup crit end kind ........................ primary output
  Cell repeated most along the worst path ........................ sky130_fd_sc_hd__buf_6
  Cell-by-cell trace of the critical path ........................ buf_6 > buf_6 > ha_4 > mux2_4 > mux2i_4 > buf_2
  Slowest CP cell ........................ sky130_fd_sc_hd__mux2_4
  Arrival time of the worst setup path ........................ 1120 ps
  Data required time at the worst endpoint ........................ 960 ps

----------------------------------------------------
power by group through the flow:
stage / Sequential, W / Clock [W] / Combinational (W)
after CTS: 0 / 0 / 0.000180
after global routing: 0 / 0 / 0.000211
final: 0 / 0 / 0.000191
metrics by stage:
| stage | worst slack [ps] | cells | utilization, % | instance area, um2 |
|---|---|---|---|---|
| 6_report | -155 | 102 | 19.1 | 652 |
| 2_1_floorplan | 29.8 | 28 | - | 238 |
| 3_5_place_dp | -1000 | 91 | 13.3 | 454 |
| 5_1_grt | -190 | 102 | 19.1 | 652 |
| 4_1_cts | -151 | 101 | 18.5 | 631 |
| 3_3_place_gp | -993 | 91 | 13.3 | 454 |
cells in the final DEF (no fill, tap or decap):
master,count
sky130_fd_sc_hd__a21oi_1,2
sky130_fd_sc_hd__and2_1,1
sky130_fd_sc_hd__and2_4,1
sky130_fd_sc_hd__and3_4,1
sky130_fd_sc_hd__buf_2,5
sky130_fd_sc_hd__buf_4,6
sky130_fd_sc_hd__buf_6,14
sky130_fd_sc_hd__buf_8,2
sky130_fd_sc_hd__clkbuf_2,1
sky130_fd_sc_hd__clkdlybuf4s15_1,1
sky130_fd_sc_hd__dlygate4sd2_1,2
sky130_fd_sc_hd__ha_4,5
sky130_fd_sc_hd__inv_2,1
sky130_fd_sc_hd__inv_6,1
sky130_fd_sc_hd__mux2_4,1
sky130_fd_sc_hd__mux2i_1,4
sky130_fd_sc_hd__mux2i_4,1
sky130_fd_sc_hd__nand2_1,2
sky130_fd_sc_hd__nor2_1,1
sky130_fd_sc_hd__nor2_2,1
sky130_fd_sc_hd__nor2b_2,1
sky130_fd_sc_hd__nor2b_4,1
sky130_fd_sc_hd__o22ai_2,1
layer usage:
metal	up-vias	wire length [um]
li1	150	-
met2	9	480
met1	135	376
met5	-	0
met4	0	14
met3	2	71
final timing paths:
path,startpoint,to,cells past startpoint
min,n[3],square[6],3
max,n[1],square[4],6
kinds of logic after synthesis:
| kind of cell | share of synthesized area [%] |
|---|---|
| simple gates | 21.1 |
| mux | 32.6 |
| fa+ha+maj | 26.3 |
| buf+inv | 13.2 |
| compound gates | 6.84 |
final cells by class:
cell class,count,share of cell area (%)
repair buffers,31,44.5
multi-input cells,23,44.7
well taps,46,8.83
inverters,2,1.92
timing repair:
| item | CTS | global route |
|---|---|---|
| resized | 71 | 8 |
| buffers inserted | 10 | 1 |
| setup endpoints to repair | 8 | 7 |
| pin swaps | 7 | 3 |
No activity file was given, so power comes from the tool's default toggle rates.

==> flow/design.v <==
`timescale 1ns/1ns
module adder_a(clk, n1, n2, sum);
input clk;
input signed [15:0] n1, n2;
output reg signed [16:0] sum;
wire signed [16:0] sum_i_next;
assign sum_i_next = n1 + n2;
always @ (posedge clk)
	sum <= sum_i_next;
endmodule
==> flow/run.sh <==
#!/bin/bash
# OpenROAD 26Q1-2900-gdf79404cd8, Yosys 0.63+post, stock flow scripts
make -C /OpenROAD-flow-scripts/flow DESIGN_CONFIG=/design/flow/config.mk WORK_HOME=/design/flow/orfs finish
==> flow/config.mk <==
export PLATFORM = sky130hd
export DESIGN_NAME = adder_a
export DESIGN_NICKNAME = adder_a
export VERILOG_FILES = /design/flow/design.v
export SDC_FILE = /design/flow/constraint.sdc
export NUM_CORES = 4
export LEC_CHECK = 1
export CORE_AREA = 10 10 89 89
export DIE_AREA = 0 0 99 99
==> flow/constraint.sdc <==
current_design adder_a

set clk_period 5.8
set clk_io_pct 0.2

create_clock -name clk0 -period $clk_period [get_ports {clk}]

set non_clock_inputs [all_inputs -no_clocks]
set_input_delay [expr $clk_period * $clk_io_pct] -clock clk0 $non_clock_inputs
set_output_delay [expr $clk_period * $clk_io_pct] -clock clk0 [all_outputs]
==> notes.md <==
Notes on the flow outputs.

- The highest cell delay on the worst timing path is 0.42 ns.
- STA classifies the critical path startpoint as an input pin.
- Synthesis produced a netlist whose cell count is 112.
- The number of buffer cells added on primary ports is 49.
- The register with the most flip-flops in the layout has 17 of them.
- The vertical die dimension reads 99 um.
- After synthesis, the largest family of logic cells by area is AND-OR/OR-AND gates.
- The number of max-cap violations reads 0.
- The post-synthesis xor/xnor area fraction is 9.40%.
- The number of buffers between clock root and the deepest sink reads 2.
- The number of detailed-routing iterations run before antenna repair reads 4.
- The cell at the root of the clock tree is sky130_fd_sc_hd__clkbuf_8.
- The global-route congestion overflow total reads 0.
- The minimum setup slack after placement reads 2.47 ns.
- The run finished with clean final reports.
- The post-synth design cell area is 1120 sq um.
- The switching fraction of total power is 26.2%.
- The placeable core region reads 5990 sq um.
- The filler cells instantiated in the layout total 610.
- The most instantiated flip-flop cell in the synthesis netlist reads sky130_fd_sc_hd__dfxtp_1.
- In this run the critical path is formed by clkdlybuf4s50_1 -> ha_1 -> fa_1 -> a21o_1 -> a221oi_2 -> nand4b_2 -> nand2_1 -> xor2_1.
- In this run, synthesis inferred 0 flip-flops with an integrated enable.
- The average vias per placed instance is between 4 and 5.
- The share of power burned in registers reads 37.9%.
- The area after detailed placement is 1700 sq um.
- The largest driver fanout on the critical path is 4.
- The count of inserted antenna diode cells is 0.
- The required time at the worst endpoint is listed as 5.93 ns.
- By instance count after routing, the leading logic cell types are sky130_fd_sc_hd__clkdlybuf4s50_1 (49), sky130_fd_sc_hd__dfxtp_1 (17), sky130_fd_sc_hd__ha_1 (16), sky130_fd_sc_hd__a21oi_1 (12), sky130_fd_sc_hd__nand2_1 (8).
- The number of synthesis warnings reads 1.
- The final setup TNS is 0 ns.
- The post-CTS clock slew at the launch and capture registers of the worst setup and hold paths reads about 0.060 ns.
- The half-perimeter wire length after detailed placement is 2650 um.
- The main area contributors are sky130_fd_sc_hd__dfxtp_1 (30%), sky130_fd_sc_hd__ha_1 (18%), sky130_fd_sc_hd__xnor2_1 (5.5%).
- CTS built an H-tree with a depth of 1.
- The number of failing setup endpoints in the final timing report is 0.
- The power share of the combinational group reads 39.8%.
- The average wire per cell in the routed design is 12.5 um.
- The first global-routing pass estimated 4720 um of wire.
- The total power consumption of the routed design reads approximately 0.39 mW.
- Static timing analysis puts the maximum clock frequency at 325 MHz.
- Per the repair_timing log after CTS, setup buffers inserted total 0.
- The reported net switching power reads 0.103 mW.
- The number of pins with negative max-slew slack in the final report reads 0.
- Per the detail_route report, DRC violations left total 0.
- The detailed-route via count is between 1,000 and 1,500.
- The kind of end point of the critical path reads a register.
- The number of distinct library cells after synthesis reads 34.
- The layout summary lists the proportion of cells stronger than drive strength 1 as 7.88%.
- TritonCTS built the clock tree.
- The via count of the first global-routing pass is 978.
- Leaving out buffers and inverters, the combinational logic in the layout accounts for 759 sq um.
- The fraction of synthesis flops using an asynchronous set or reset pin is 0%.
- The data arrival time of the worst path reads 3.21 ns.
- The final instance area reads 1750 sq um.
- The area added between synthesis and finish reads 56.3%.
- Before placement the cells fill 18.7% of the core.
- The die width reads 99 um.
- The hold-critical path depth reads 2.
- The floorplan has 28 rows.
- The total area of sequential cells reads about 340 sq um.
- Setup slack on the critical path of the routed design comes to ~2.7 ns.
- The fraction of the mapped netlist area in adder cells is approximately a fifth.
- The area figure in the yosys stat output is around 1100 sq um.
- Buffers inserted to repair hold after CTS numbered 0.
- Among all stages on the critical path, the largest delay is contributed by sky130_fd_sc_hd__fa_1.
- In this run the power density over the cells is ~220 nW/um^2.
- The number of CTS-inserted buffers is 3.
- The largest register by flop count reads sum.
- Subtracting the final worst setup slack from the clock period gives between 3 and 4 ns.
- The highest ir drop seen on vdd is 100 uV.
- The clock share of power reads between 20% and 30%.
- The static power due to leakage reads 0.731 nW.
- The hold path endpoint is sum[0]$_DFF_P_.
- The largest registers in the layout are sum x17.
- The number of antenna violations at the first check in global routing reads 0.
- Across all checked pins, the minimum headroom to the slew limit is about four fifths.
- In this run the tools logged warnings totalling 25.
- The path class of the lowest-slack min-delay path reads input pin to register.
- The final hold violation count is 0.
- sky130_fd_sc_hd__dfxtp_1 takes more of the synthesized area than any other cell.
- The number of placed cells counting well taps reads 236.
- Post-route period utilization is reported as between 50 and 60%.
- According to the floorplan report, the total die area is 9800 sq um.
- The share of the Yosys chip area taken by registers is 30.4%.
- The pin slew with the least headroom to its limit reads slightly below 0.3 ns.
- The floorplan report gives the top-level pin count as 50.
- The initial DRC count is 26.
- The aoi/oai-family share of the synthesized area is a little over a quarter.
- The total wire length after detailed routing reads approximately 3000 um.
- The internal power of the cells is 0.289 mW.
- The global-route total usage across every layer reads 5.72%.
- The antenna violation net count after detailed routing reads 0.
- Setup repair after global routing left no endpoint under its margin.
- The proportion of netlist area held by the largest area contributor is 30.4%.
- Excluding fillers, the count of instances in the completed layout stands at 240.
- The highest-count logic cell in the final layout reads sky130_fd_sc_hd__clkdlybuf4s50_1.
- The number of gates resized after CTS is 0.
- The simple-gate share of the synthesized area is between 10% and 20%.
- The pin count of the biggest net entering global routing reads 10.
- The number of standard cells reported by yosys reads 112.
- The critical hold path startpoint reads n2[0].
- The synthesized area divided by synthesized cell count reads roughly 10 sq um.
- The critical path class reads input pin to register.
- The CTS sink count is 17.
- The synthesis-stage register bit count is 17.
- The final weighted congestion in routability-driven placement is ~0.86.
- The fraction of synthesized area in multiplexers reads less than 1%.
layer usage:
metal	vias to the layer above	share of wire, %	GRT usage, %
li1	523	-	-
met1	453	45	7.26
met2	24	50	10.1
met3	4	3.3	0.916
met4	0	1.7	0.882
met5	-	0	0
worst max path at each step:
| stage | start | to | slack [ns] | cells after the start |
|---|---|---|---|---|
| finish | n1[0] | sum[12]$_DFF_P_ | 2.72 | 8 |
| global route | n2[0] | sum[12]$_DFF_P_ | 2.61 | 8 |
| CTS | n1[0] | sum[12]$_DFF_P_ | 2.73 | 8 |
synthesized netlist by cell type (2+ instances only):
library cell and count:
sky130_fd_sc_hd__ha_1 16, sky130_fd_sc_hd__nand2_1 8, sky130_fd_sc_hd__nor2_1 3, sky130_fd_sc_hd__a21o_1 6
sky130_fd_sc_hd__dfxtp_1 17, sky130_fd_sc_hd__and3_1 2, sky130_fd_sc_hd__inv_1 5, sky130_fd_sc_hd__nand4b_1 3
sky130_fd_sc_hd__xnor2_1 7, sky130_fd_sc_hd__o211ai_2 3, sky130_fd_sc_hd__o21ai_0 3, sky130_fd_sc_hd__xor2_1 5
sky130_fd_sc_hd__a21oi_1 12, sky130_fd_sc_hd__o21ai_1 2
logic make-up (layout without fill, tap and decap cells):
logic type	after synthesis	in the layout
and+or+nand+nor	22	22
AOI/OAI and AO/OA	38	38
muxes	1	1
xor gates and xnor gates	12	12
adders and majority gates	17	17
buffers and inverters	5	58
DFF	17	17
critical path, delay by kind of cell:
family                   cells  cell delay (ns)
adder cells (fa/ha/maj)      2             0.66
AND-OR/OR-AND                2             0.53
buffers and inverters        1             0.41
AND/OR/NAND/NOR              2             0.31
XOR/XNOR                     1             0.14
metrics by stage:
step	hold WS, ns	util (%)
6_report	1.51	29.2
5_1_grt	1.54	29.2
4_1_cts	1.51	29.2
3_5_place_dp	1.76	28.4
3_3_place_gp	1.77	28.4
2_1_floorplan	1.28	-
layout make-up:
cell class | instances | area share [%]
multi-input combinational | 90 | 43.5
clock buffer | 4 | 2.58
sequential | 17 | 19.5
tap | 75 | 5.37
timing repair buffer | 49 | 28.1
inverter | 5 | 1.07
power by group through the flow:
stage | sequential (mW) | combinational (mW) | clock (mW)
after CTS | 0.149 | 0.160 | 0.0917
after global routing | 0.150 | 0.173 | 0.0955
final | 0.149 | 0.156 | 0.0871
Power figures rest on the tool's default switching activity, not on a simulated workload.

**./constraint.sdc**
```tcl
current_design adder_b

set clk_period 16.9
set clk_io_pct 0.2

create_clock -name clk0 -period $clk_period [get_ports {clk}]

set non_clock_inputs [all_inputs -no_clocks]
set_input_delay [expr $clk_period * $clk_io_pct] -clock clk0 $non_clock_inputs
set_output_delay [expr $clk_period * $clk_io_pct] -clock clk0 [all_outputs]
```
**./run.sh**
```bash
#!/bin/bash
# OpenROAD 26Q1-2900-gdf79404cd8, Yosys 0.63+post, stock flow scripts
make -C /OpenROAD-flow-scripts/flow DESIGN_CONFIG=/design/flow/config.mk WORK_HOME=/design/flow/orfs finish
```
**./config.mk**
```make
export PLATFORM = sky130hd
export DESIGN_NAME = adder_b
export DESIGN_NICKNAME = adder_b
export VERILOG_FILES = /design/flow/design.v
export SDC_FILE = /design/flow/constraint.sdc
export NUM_CORES = 4
export LEC_CHECK = 1
export CORE_AREA = 10 10 95 95
export DIE_AREA = 0 0 105 105
```
**./design.v**
```verilog
`timescale 1ns/1ns
module adder_b(clk, n1, n2, sum);
input clk;
input signed [15:0] n1, n2;
output reg signed [16:0] sum;
reg signed [8:0] sum_LSB_1;
reg signed [15:8] n1_reg1, n2_reg1;
wire signed [8:0] sum_LSB;
wire signed [16:8] sum_MSB;
wire signed [16:0] sum_next;
assign sum_LSB = n1[7:0] + n2[7:0];  
always @ (posedge clk) begin
	sum_LSB_1 = sum_LSB;
	n1_reg1 <= n1[15:8];
	n2_reg1 <= n2[15:8];
end
assign sum_MSB = n1_reg1 + n2_reg1 + sum_LSB[8];
assign sum_next = sum_MSB + sum_LSB;
always @ (posedge clk) begin
	sum <= sum_next;
end
endmodule
```
==> out/metrics.yaml <==
clock_tree:
  clockBufferDepth: 2
  root_buffer: "clkbuf_8"
  clock_sinks: 26
  cts.clk_slew.worst_paths_ps: 90
  cts_resized: 0
  cts_tree: "done"
  clock_latency_ps: 270
  cts_setup_buffers: 0
  holdBufCountCts: 0
  cts_made_buffers: 3
  htreeDepth: 1
sta:
  hold_viol: 0
  skew_ps: 4.19
  timing.hold.ws_ps: 667
  min_period_ps: 7430
  period_used_share: 0.440
  rsz0062_at_grt: "no"
  slew_headroom: 0.782
  fmax_ghz: 0.135
  tns_ps: 0
  maxSlewViolCount: 0
  worstMarginPinSlew_ps: 325
  setup_viol: 0
global_routing:
  grt_pass1_vias: 1187
  track_usage: 0.0590
  grt_max_degree: 16
  grt_pass1_wl_um: 5470
  overflow: 0
  antenna_found_initial: 0
logic_synthesis:
  yosysUniqueCellTypes: 34
  netlist_area_mm2: 0.00156
  ys_seq_share: 0.335
  yosysWarnings: 1
  synth-area-yosys_mm2: 0.00156
  ys_cells: 161
  ys_ff: 26
  netlist_instances: 161
  avgSynthCellArea_um2: 9.66
floorplan:
  dieWidth_um: 105
  die_y_um: 105
  fp_util: 0.225
  dieArea_mm2: 0.0110
  fp-row-count: 30
  io_pins: 50
  core_mm2: 0.00691
layout:
  drive_above_1_share: 0.0338
  lay_top_cells: "clkdlybuf4s50_1, dfxtp_1, ha_1, xnor2_1, inv_1"
  area_delta_synth_final_pct: 40.5
  final_cell_area_mm2: 0.00218
  layout_top_cell: "clkdlybuf4s50_1"
power_and_ir_drop:
  pwr-share-seq: 0.327
  peakVddDrop_uv: 29.8
  p_per_area_mw_per_mm2: 114
  p_comb_frac: 0.467
  internal-power_uw: 179
  p_leak_nw: 0.930
  clkPwrFrac: 0.205
  switching_power_uw: 68.6
  switching_share: 0.277
placement:
  io_buffers: 49
  placed_area_mm2: 0.00211
  place_hpwl_um: 2890
  gp_congestion: 0.798
status:
  status: "finished, final reports clean"
run:
  warnings: 25
  drv_cap: 0
route:
  vias: 1198
  drt-initial-drc-count: 35
  wl_per_cell_um: 11.1
  wl_met1_um: 1800
  routed.top_layer: "met4"
  dr.pass1.iters: 4
  drc: 0
  via_per_inst: 3.95
  totalWireLength_um: 3370
  num_antenna_cells: 0
  wl_met3_um: 87
  ant_nets: 0
  met2_length_um: 1430
setup_path:
  worstPathArrival_ps: 7630
  cp-end-kind: "flip-flop"
  worstPathRequired_ps: 17100
  crit_fanout: 4
  cp-start-kind: "input port"
  crit_type: "input port to flip-flop"
min_path:
  hp-class: "flip-flop to flip-flop"
==> critical path, cell delays in order <==
cell	delay, ps
clkdlybuf4s50_1	460
ha_1	160
inv_1	50
fa_1	390
nor2b_1	120
o21ai_0	70
nand2b_1	130
a31oi_1	100
a21oi_1	280
fa_1	250
inv_1	50
fa_1	390
nor2b_1	110
o21ai_0	100
a21oi_1	210
a211oi_1	90
xnor2_1	200
ha_1	310
a21oi_1	250
o211ai_1	180
and3_1	210
o22ai_1	120
==> cell families (layout without fill, tap and decap cells) <==
| family | count (synthesis) | in the layout | synth area share |
|---|---|---|---|
| compound gates | 32 | 32 | 0.135 |
| fa+ha+maj | 28 | 28 | 0.245 |
| xor+xnor | 18 | 18 | 0.101 |
| simple gates | 38 | 38 | 0.121 |
| flops | 26 | 26 | 0.335 |
| buf+inv | 19 | 65 | 0.0627 |
==> Yosys cell counts, drive strengths merged <==
library cell | number | area, um2
nand4 | 1 | 6.26
a31oi | 2 | 12.5
o21bai | 1 | 7.51
nor3 | 5 | 25.0
and2 | 2 | 12.5
o41a | 1 | 11.3
o21ai | 5 | 25.0
or2 | 2 | 12.5
nand2b | 1 | 6.26
a211oi | 3 | 22.5
o21a | 1 | 7.51
ha | 24 | 300
or4 | 1 | 7.51
o311a | 1 | 10.0
buf | 7 | 52.6
o22ai | 1 | 6.26
a21oi | 10 | 50.1
nand3 | 2 | 10.0
xnor2 | 13 | 114
and3 | 3 | 20.0
a221o | 1 | 10.0
o2111ai | 1 | 8.76
a311oi | 1 | 8.76
dfxtp | 26 | 521
inv | 12 | 45.0
o211ai | 1 | 7.51
nor2 | 11 | 41.3
xor2 | 5 | 43.8
or3 | 1 | 6.26
nand2 | 6 | 22.5
nor2b | 3 | 18.8
fa | 4 | 80.1
a21o | 3 | 22.5
==> sequential cells by signal, summed over array words and instances, names as in the netlist <==
register	count
n2_reg1	8
n1_reg1	8
sum	10
==> final timing paths <==
kind / to / slack, ps / cells past startpoint / from
hold / removal: sum[0] / 670 / 2 / n2_reg1[8]
setup / recovery: sum[9] / 9470 / 22 / n1[0]
setup reg to reg: sum[9] / 13880 / 13 / n1_reg1[8]
hold reg to reg: sum[0] / 670 / 2 / n2_reg1[8]
==> layer usage <==
layer | global-route usage | vias up
met3 | 0.00870 | 2
li1 | - | 649
met5 | 0 | -
met2 | 0.0916 | 34
met4 | 0.00882 | 0
met1 | 0.0865 | 513
==> cell type report <==
cell class              count  area, um2
repair buffers             49        490
well taps                  96        120
fillers                   717       4720
flip-flops and latches     26        520
inverters                  12       45.0
clock buffers               3       41.3
multi-input cells         116        937
clock inverters             1       30.0
==> stage by stage <==
step	setup WS, ps	power (mW)	utilization	cells
floorplan	10170	0.151	-	161
global placement	9310	0.201	0.306	299
detailed placement	9190	0.201	0.306	299
CTS	9480	0.254	0.316	303
global route	9060	0.268	0.316	303
finish	9470	0.248	0.316	303
==> power groups by stage <==
| stage | sequential, mW | combinational [mW] | clock, mW |
|---|---|---|---|
| finish | 0.0812 | 0.116 | 0.0510 |
| global route | 0.0831 | 0.130 | 0.0552 |
| CTS | 0.0817 | 0.119 | 0.0531 |
Power is estimated from default activity; no workload was simulated.
